### /design/flow/config.mk
export PLATFORM = sky130hd
export DESIGN_NAME = mac_16in
export DESIGN_NICKNAME = mac_16in
export VERILOG_FILES = /design/flow/design.v
export SDC_FILE = /design/flow/constraint.sdc
export NUM_CORES = 4
export LEC_CHECK = 1
export CORE_UTILIZATION = 30
### /design/flow/constraint.sdc
current_design mac_16in

set clk_period 19.3
set clk_io_pct 0.2

create_clock -name clk0 -period $clk_period

set non_clock_inputs [all_inputs -no_clocks]
set_input_delay [expr $clk_period * $clk_io_pct] -clock clk0 $non_clock_inputs
set_output_delay [expr $clk_period * $clk_io_pct] -clock clk0 [all_outputs]
### /design/flow/design.v
module mac_16in (out, a, b);
parameter bw = 8;
parameter bw_psum = 2*bw+6;
parameter pr = 64;  
output [bw_psum-1:0] out;
input  [pr*bw-1:0] a;
input  [pr*bw-1:0] b;
wire		[2*bw-1:0]	product0	;
wire		[2*bw-1:0]	product1	;
wire		[2*bw-1:0]	product2	;
wire		[2*bw-1:0]	product3	;
wire		[2*bw-1:0]	product4	;
wire		[2*bw-1:0]	product5	;
wire		[2*bw-1:0]	product6	;
wire		[2*bw-1:0]	product7	;
wire		[2*bw-1:0]	product8	;
wire	[2*bw-1:0]	product9	;
wire		[2*bw-1:0]	product10	;
wire		[2*bw-1:0]	product11	;
wire		[2*bw-1:0]	product12	;
wire		[2*bw-1:0]	product13	;
wire		[2*bw-1:0]	product14	;
wire		[2*bw-1:0]	product15	;
genvar i;
assign	product0	=	{{(bw){a[bw*	1	-1]}},	a[bw*	1	-1:bw*	0	]}	*	{{(bw){b[bw*	1	-1]}},	b[bw*	1	-1:	bw*	0	]};
assign	product1	=	{{(bw){a[bw*	2	-1]}},	a[bw*	2	-1:bw*	1	]}	*	{{(bw){b[bw*	2	-1]}},	b[bw*	2	-1:	bw*	1	]};
assign	product2	=	{{(bw){a[bw*	3	-1]}},	a[bw*	3	-1:bw*	2	]}	*	{{(bw){b[bw*	3	-1]}},	b[bw*	3	-1:	bw*	2	]};
assign	product3	=	{{(bw){a[bw*	4	-1]}},	a[bw*	4	-1:bw*	3	]}	*	{{(bw){b[bw*	4	-1]}},	b[bw*	4	-1:	bw*	3	]};
assign	product4	=	{{(bw){a[bw*	5	-1]}},	a[bw*	5	-1:bw*	4	]}	*	{{(bw){b[bw*	5	-1]}},	b[bw*	5	-1:	bw*	4	]};
assign	product5	=	{{(bw){a[bw*	6	-1]}},	a[bw*	6	-1:bw*	5	]}	*	{{(bw){b[bw*	6	-1]}},	b[bw*	6	-1:	bw*	5	]};
assign	product6	=	{{(bw){a[bw*	7	-1]}},	a[bw*	7	-1:bw*	6	]}	*	{{(bw){b[bw*	7	-1]}},	b[bw*	7	-1:	bw*	6	]};
assign	product7	=	{{(bw){a[bw*	8	-1]}},	a[bw*	8	-1:bw*	7	]}	*	{{(bw){b[bw*	8	-1]}},	b[bw*	8	-1:	bw*	7	]};
assign	product8	=	{{(bw){a[bw*	9	-1]}},	a[bw*	9	-1:bw*	8	]}	*	{{(bw){b[bw*	9	-1]}},	b[bw*	9	-1:	bw*	8	]};
assign	product9	=	{{(bw){a[bw*	10	-1]}},	a[bw*	10	-1:bw*	9	]}	*	{{(bw){b[bw*	10	-1]}},	b[bw*	10	-1:	bw*	9	]};
assign	product10	=	{{(bw){a[bw*	11	-1]}},	a[bw*	11	-1:bw*	10	]}	*	{{(bw){b[bw*	11	-1]}},	b[bw*	11	-1:	bw*	10	]};
assign	product11	=	{{(bw){a[bw*	12	-1]}},	a[bw*	12	-1:bw*	11	]}	*	{{(bw){b[bw*	12	-1]}},	b[bw*	12	-1:	bw*	11	]};
assign	product12	=	{{(bw){a[bw*	13	-1]}},	a[bw*	13	-1:bw*	12	]}	*	{{(bw){b[bw*	13	-1]}},	b[bw*	13	-1:	bw*	12	]};
assign	product13	=	{{(bw){a[bw*	14	-1]}},	a[bw*	14	-1:bw*	13	]}	*	{{(bw){b[bw*	14	-1]}},	b[bw*	14	-1:	bw*	13	]};
assign	product14	=	{{(bw){a[bw*	15	-1]}},	a[bw*	15	-1:bw*	14	]}	*	{{(bw){b[bw*	15	-1]}},	b[bw*	15	-1:	bw*	14	]};
assign	product15	=	{{(bw){a[bw*	16	-1]}},	a[bw*	16	-1:bw*	15	]}	*	{{(bw){b[bw*	16	-1]}},	b[bw*	16	-1:	bw*	15	]};
assign out = 
                {{(4){product0[2*bw-1]}},product0	}
	+	{{(4){product1[2*bw-1]}},product1	}
	+	{{(4){product2[2*bw-1]}},product2	}
	+	{{(4){product3[2*bw-1]}},product3	}
	+	{{(4){product4[2*bw-1]}},product4	}
	+	{{(4){product5[2*bw-1]}},product5	}
	+	{{(4){product6[2*bw-1]}},product6	}
	+	{{(4){product7[2*bw-1]}},product7	}
	+	{{(4){product8[2*bw-1]}},product8	}
	+	{{(4){product9[2*bw-1]}},product9	}
	+	{{(4){product10[2*bw-1]}},product10	}
	+	{{(4){product11[2*bw-1]}},product11	}
	+	{{(4){product12[2*bw-1]}},product12	}
	+	{{(4){product13[2*bw-1]}},product13	}
	+	{{(4){product14[2*bw-1]}},product14	}
	+	{{(4){product15[2*bw-1]}},product15	};
endmodule
### /design/flow/run.sh
#!/bin/bash
# OpenROAD 26Q1-2900-gdf79404cd8, Yosys 0.63+post, stock flow scripts
make -C /OpenROAD-flow-scripts/flow DESIGN_CONFIG=/design/flow/config.mk WORK_HOME=/design/flow/orfs finish
==> metrics.txt <==
# HELP chip_impl_metric Physical implementation figures
# TYPE chip_impl_metric gauge
chip_impl_metric{name="die_w",unit="um"} 394
chip_impl_metric{name="detail_route.vias_per_cell",unit=""} 4.34
chip_impl_metric{name="first_pass_grt_wire_length",unit="mm"} 190
chip_impl_metric{name="yosys-stat-cells",unit=""} 5106
chip_impl_info{name="synth.cells.most_frequent",value="inv_1, fa_1, and2_1, ha_1, nand2_1"} 1
chip_impl_metric{name="drt_pass1_iterations",unit=""} 5
chip_impl_metric{name="layout.clock_buffers",unit=""} 0
chip_impl_metric{name="synth-warning-count",unit=""} 0
chip_impl_metric{name="grt.total_usage",unit="%"} 16.4
chip_impl_metric{name="setup_viol",unit=""} 0
chip_impl_metric{name="antenna_violating_nets_post_route",unit=""} 0
chip_impl_metric{name="gr-total-overflow",unit=""} 0
chip_impl_metric{name="die_height",unit="um"} 394
chip_impl_metric{name="synth.avg_cell_area",unit="um^2"} 9.01
chip_impl_metric{name="worst_path_largest_cell_delay",unit="ns"} 0.61
chip_impl_info{name="min-delay-start",value="b[120]"} 1
chip_impl_info{name="netlist.top_cell.by_area",value="fa_1"} 1
chip_impl_metric{name="detail_route.drc_violations",unit=""} 0
chip_impl_metric{name="syn-instance-count",unit=""} 5106
chip_impl_metric{name="setup-tns-final",unit="ns"} 0
chip_impl_metric{name="fp.dieArea",unit="um^2"} 155000
chip_impl_info{name="timing.critical_path.to_type",value="output port"} 1
chip_impl_info{name="crit_type",value="in -> out"} 1
chip_impl_metric{name="cp_max_fo",unit=""} 8
chip_impl_metric{name="io-pin-count",unit=""} 1046
chip_impl_metric{name="wire_length_per_cell_after_detailed_routing",unit="um"} 15.3
chip_impl_info{name="setup_repair_after_global_routing_missed_its_margin",value="no"} 1
chip_impl_metric{name="finish.instance_area",unit="um^2"} 51400
chip_impl_metric{name="synth.yosys.chip_area",unit="um^2"} 46000
chip_impl_metric{name="top_cell_area_share",unit="%"} 48.7
chip_impl_metric{name="first_global_vias",unit=""} 35100
chip_impl_metric{name="number_of_slew_limit_violations_in_the_final_report",unit=""} 0
chip_impl_metric{name="core_util_floorplan",unit="%"} 30.3
chip_impl_metric{name="fin_crit",unit="ns"} 18.25
chip_impl_metric{name="flop_count",unit=""} 0
chip_impl_metric{name="slew-limit-headroom",unit="%"} 57.5
chip_impl_info{name="critical-path-slowest-cell",value="clkdlybuf4s50_1"} 1
chip_impl_metric{name="max_capacitance_violation_count",unit=""} 0
chip_impl_metric{name="wirelength",unit="mm"} 113
chip_impl_metric{name="arr_time_crit_path",unit="ns"} 14.39
chip_impl_metric{name="final.period_utilization",unit="%"} 94.6
chip_impl_metric{name="post-cts-setup-buffer-count",unit=""} 0
chip_impl_metric{name="openroad.warnings",unit=""} 800
chip_impl_metric{name="whs_path_depth",unit=""} 4
chip_impl_info{name="outcome",value="completed"} 1
chip_impl_metric{name="cts.hold.buffers_added",unit=""} 0
chip_impl_metric{name="place.detailed.hpwl",unit="mm"} 108
chip_impl_metric{name="seqCellArea",unit="um^2"} 0
chip_impl_metric{name="synth_cell_type_count",unit=""} 57
chip_impl_metric{name="worst_slew_pin_slew",unit="ns"} 0.632
chip_impl_metric{name="finalHoldViolations",unit=""} 0
chip_impl_metric{name="num_vias",unit=""} 32200
chip_impl_info{name="worstHoldEndpoint",value="out[0]"} 1
chip_impl_info{name="synth_top_cell_by_count",value="inv_1"} 1
chip_impl_metric{name="layout-drive-gt1-share",unit="%"} 0.167
chip_impl_metric{name="syn2layout_area_growth",unit="%"} 11.6
chip_impl_metric{name="detail_route.iter0.violations",unit=""} 1087
chip_impl_metric{name="core-area",unit="um^2"} 152000
chip_impl_metric{name="routability_congestion_estimate_from_global_placement",unit=""} 0.966
chip_impl_metric{name="yosysSeqAreaShare",unit="%"} 0
chip_impl_info{name="timing.hold.worst.class",value="in -> out"} 1
chip_impl_metric{name="timing.fmax",unit="MHz"} 54.8
chip_impl_metric{name="dpl-instance-area",unit="um^2"} 51300
chip_impl_metric{name="place.port_buffers",unit=""} 278
chip_impl_metric{name="grt_max_degree",unit=""} 11
chip_impl_metric{name="grt_antenna_before_repair",unit=""} 37
chip_impl_metric{name="placementRows",unit=""} 143
chip_impl_metric{name="cts_resized",unit=""} 0
chip_impl_metric{name="cp_data_required_time",unit="ns"} 15.44
chip_impl_info{name="synth.top_cells.by_area",value="fa_1, ha_1, inv_1"} 1
chip_impl_info{name="worstSetupStartpointType",value="primary input"} 1
chip_impl_metric{name="fill_cells",unit=""} 15600
chip_impl_metric{name="syn_area",unit="um^2"} 46000
chip_impl_info{name="path_common_cell",value="fa_1"} 1
-- metal layers --
metal / global-route usage [%] / vias up / share of wire [%]
li1: - / 15600 / -
met1: 23.8 / 15800 / 44
met2: 25.1 / 756 / 45
met3: 6.02 / 72 / 9.3
met4: 1.61 / 16 / 1.3
met5: 0.647 / - / 0.20
-- cell type report --
cell class                      count  area, um^2  area share [%]
Antenna cell                       12        30.0          0.0585
Multi-Input combinational cell   3582       40300            78.5
Tap cell                         2030        2540            4.94
Timing Repair Buffer              278        2780            5.42
Inverter                         1522        5710            11.1
-- cell families (layout without fill, tap and decap cells) --
| logic type | Yosys count | in the layout | share of synthesized area [%] |
|---|---|---|---|
| adders and majority gates | 1612 | 1612 | 62.1 |
| buffers and inverters | 1524 | 1800 | 12.4 |
| and+or+nand+nor | 1310 | 1310 | 14.9 |
| AOI/OAI and AO/OA | 375 | 375 | 5.16 |
| xor gates and xnor gates | 284 | 284 | 5.40 |
| muxes | 1 | 1 | 0.0218 |
| other | 0 | 12 | 0 |
-- per-stage QoR --
| step | worst slack (ns) | util (%) | hold slack, ns | std cells |
|---|---|---|---|---|
| final | 1.05 | 33.8 | 9.39 | 7424 |
| after global routing | 0.412 | 33.8 | 9.50 | 7414 |
| after CTS | 0.909 | 33.8 | 9.39 | 7412 |
| after detailed placement | 0.946 | 33.8 | 9.38 | 7412 |
| after global placement | 0.955 | 33.8 | 9.40 | 7412 |
| after floorplan | 3.29 | - | 7.91 | 5106 |
-- worst max-delay path: cells and delay by family --
kind,cells,cell delay (ns)
fa+ha+maj,12,5.70
buf+inv,9,1.51
compound gates,6,1.48
simple gates,4,1.19
xor+xnor,2,0.63
-- worst max path at each step --
stage	start	endpoint	slack, ns
final	b[88]	out[21]	1.05
after global routing	b[113]	out[21]	0.41
after CTS	b[112]	out[21]	0.91
-- cell usage in the layout, fill, tap and decap left out, types with 7 or more instances in the layout --
| master | instances |
|---|---|
| o21ai_0 | 47 |
| or3_1 | 7 |
| diode_2 | 12 |
| a21o_1 | 34 |
| o21ai_1 | 42 |
| and2_1 | 607 |
| nand3_1 | 28 |
| a21oi_1 | 120 |
| nor3_1 | 42 |
| ha_1 | 493 |
| xor2_1 | 80 |
| fa_1 | 1119 |
| nor2b_1 | 12 |
| clkdlybuf4s50_1 | 278 |
| nor2_1 | 161 |
| nand2_1 | 349 |
| inv_1 | 1522 |
| o21bai_1 | 23 |
| nand4_1 | 11 |
| a211oi_1 | 24 |
| a31o_1 | 12 |
| o21a_1 | 22 |
| xnor2_1 | 204 |
| nand2b_1 | 70 |
